**/design/flow/run.sh**
```bash
#!/bin/bash
# OpenROAD 26Q1-2900-gdf79404cd8, Yosys 0.63+post, stock flow scripts
make -C /OpenROAD-flow-scripts/flow DESIGN_CONFIG=/design/flow/config.mk WORK_HOME=/design/flow/orfs finish
```
**/design/flow/config.mk**
```make
export PLATFORM = sky130hd
export DESIGN_NAME = WBMEM_Reg
export DESIGN_NICKNAME = WBMEM_Reg
export VERILOG_FILES = /design/flow/design.v
export SDC_FILE = /design/flow/constraint.sdc
export NUM_CORES = 4
export LEC_CHECK = 1
export CORE_UTILIZATION = 30
```
**/design/flow/constraint.sdc**
```tcl
current_design WBMEM_Reg

set clk_period 1.0
set clk_io_pct 0.2

create_clock -name clk0 -period $clk_period [get_ports {CLK}]

set non_clock_inputs [all_inputs -no_clocks]
set_input_delay [expr $clk_period * $clk_io_pct] -clock clk0 $non_clock_inputs
set_output_delay [expr $clk_period * $clk_io_pct] -clock clk0 [all_outputs]
```
**/design/flow/design.v**
```verilog
module WBMEM_Reg (
    input CLK,
    input RESET,
    input [4:0] WB_MEM,
    input [5:0] MEM_Opcode,
    input signed [31:0] MEM_ALU_RESULT,
    input signed [31:0] MEM_RD_DATA,
    input [4:0] MEM_RD,
    input [31:0] MEM_PC_4,
    output reg [2:0] M_WB,
    output reg [5:0] WB_Opcode,
    output reg signed [31:0] WB_ALU_RESULT,
    output reg signed [31:0] WB_RD_Data,
    output reg [4:0] WB_RD,
    output reg [31:0] WB_PC_4
);
always @(posedge CLK or posedge RESET) begin
    if (RESET) begin
        M_WB <= 2'b0;
        WB_Opcode <= 6'b0;
        WB_ALU_RESULT <= 32'sd0;
        WB_RD_Data <= 32'sd0;
        WB_RD <= 5'b0;
        WB_PC_4 <= 32'd0;
    end else begin
        M_WB <= WB_MEM[4:2];
        WB_Opcode <= MEM_Opcode;
        WB_ALU_RESULT <= MEM_ALU_RESULT;
        WB_RD_Data <= MEM_RD_DATA;
        WB_RD <= MEM_RD;
        WB_PC_4 <= MEM_PC_4;
    end
end
endmodule
```
==> summary.txt <==
Flow results follow.

The run finished, with violations left. The final reports fail on design-rule violations, negative setup slack. The count of buffers added on input and output ports is 221. The worst setup path is of the reg -> out kind. 224 I/O pins were placed. The number of cells on the worst hold path is listed as 1. The final max-slew violation count is 0. The cell count along the critical path is 1. Per the detail_route report, the via count comes to 1841. The deepest level of the CTS H-tree is 3. The area occupied by multi-input gates is 0 sq um.

The final antenna-violating net count is 0. Among logic cells in the layout, the one with the most instances is sky130_fd_sc_hd__clkdlybuf4s50_1. The first global-routing pass estimated 10600 um of wire. The number of antenna diodes is 0. The iteration tally of the first detailed-router pass is 45. The final critical-path share of the clock period is 1.05. The OpenROAD warning count is 30. The pin count of the biggest net entering global routing is 41. Before any placement, the netlist area is recorded as 2760 sq um. The total count of hold-check failures in the final report is 0. For the pin with the worst max-slew slack, the measured transition is 212 ps. The wire length after detailed routing is 6810 um. The leakage dissipation is 2.25 nW.

The timing report attributes the biggest portion of critical-path delay to flip-flops. According to the hold report, the worst path is of the in -> reg type. The DRC violations left is 30. The critical path startpoint category is a register. The via count of the first global-routing pass is 1907. The width of the die is 97.9 um. The layout summary lists the proportion of cells stronger than drive strength 1 as 0.362.

The effective utilization at floorplan is 0.313. The final period demand of the worst path is 1050 ps. The clock tree from TritonCTS is yes.

Setup repair after global routing could not meet its margin everywhere. The headroom to the max-slew limit is 0.858. For this design, the slowest cell found on the critical path is sky130_fd_sc_hd__dfrtp_1. The count of synthesis-stage warnings from yosys is 1. The non-filler instance count after layout is 459. The wire length per cell after detailed routing is 14.8 um. The overall chip area is 9580 sq um. The number of buffers created by CTS is 9. The worst setup path is captured at an output pin. In this run the post-CTS setup repair buffer count came out at 0. The number of antenna violations at the first check in global routing is 1.

Once iteration 0 of detailed routing completed, the report listed 52 DRC markers. The height of the die is 97.9 um. Along the critical path, the tally of buffer and inverter instances is 1. The sequential element share of the synthesized area is 0.999. The post-CTS clock slew at the launch and capture registers of the worst setup and hold paths is 90 ps.

The number of standard cells reported by yosys is 111. Per the post-synthesis stats, the area per cell is 24.8 sq um. The HPWL after detailed placement is 5370 um. The number of resized instances in the post-cts repair step is 335. The endpoint required time on the critical path is 800 ps. Once placement completed, the tool counted placed cells totaling 444. The root buffer cell is sky130_fd_sc_hd__clkbuf_8. Walking the worst path, the cells encountered are buf_2. Looking at the critical path, the highest net fanout was 1. For this run the aggregate overflow at the end of global routing stands at 0. The number of hold buffers added after CTS was 0. For reference, the critical path is captured by WB_Opcode[4]. In this run the core area contains 34 standard-cell rows. The total clock sinks is 110.

The timing report gives the biggest stage delay along the critical path as 390 ps. The via-per-instance ratio is 4.01. The combined global-route utilization of all metal layers is 0.152.

The highest attainable clock frequency is 957 MHz. Relative to the synthesized area, the layout overhead comes to 73.5%. The distinct cell type count after synthesis is 2. Counting along the longest clock path gives a buffer depth of 2. The max-cap violation count is 0. Once routing completed, OpenROAD measured the worst setup slack at -45.2 ps. Per the finish-stage timing summary, setup violations number 110. 0 cells are multi-input combinational gates. The area of the placeable core is 8810 sq um. The worst voltage drop across the vdd grid is 764 uV. In the layout the commonest cells are 111 x sky130_fd_sc_hd__clkdlybuf4s50_1, 110 x sky130_fd_sc_hd__dfrtp_1, 110 x sky130_fd_sc_hd__buf_2, 9 x sky130_fd_sc_hd__clkbuf_8, 4 x sky130_fd_sc_hd__clkinvlp_4. The flow reported a cell area power density of 1600 nW/um^2. Routability-driven placement finished with a final weighted congestion of 0.745. The post-synth register bit count is 110.

The critical path starts at WB_Opcode[4]. The post-synthesis cell count is 111. Post-synthesis, Yosys gives the total cell area as 2760 sq um. The worst endpoint data arrival time is 850 ps. The completed layout was analyzed and its total power is 7.65 mW.
[stage by stage]
stage	utilization	area [sq um]	hold slack, ps	setup WS, ps	TNS [ps]
2_1_floorplan	-	2760	231	-529	-58240
3_3_place_gp	0.588	5170	644	-7.40	-7.40
3_5_place_dp	0.588	5170	648	-11.1	-11.1
4_1_cts	0.543	4780	250	-96.9	-5790
5_1_grt	0.543	4780	243	-112	-8610
6_report	0.543	4780	279	-45.2	-2020
[worst min path at each step]
| stage | startpoint | to | slack, ps |
|---|---|---|---|
| 6_report | MEM_PC_4[17] | WB_PC_4[17] | 280 |
| 5_1_grt | MEM_Opcode[3] | WB_Opcode[3] | 240 |
| 4_1_cts | MEM_PC_4[17] | WB_PC_4[17] | 250 |
[routing by layer]
metal / global-route usage / vias up / wire length, um
met1: 0.208 / 890 / 2270
met3: 0.0741 / 11 / 1170
met5: 0 / - / 0
met4: 0.0373 / 0 / 159
li1: - / 808 / -
met2: 0.227 / 132 / 3210
[sequential cells by signal, summed over array words and instances (netlist names)]
signal and count:
WB_ALU_RESULT 32, WB_PC_4 32, WB_RD_Data 32, WB_Opcode 6
WB_RD 5, M_WB 3
[cells in the mapped netlist]
library cell | instances | share of area
sky130_fd_sc_hd__dfrtp_1 | 110 | 1.0
sky130_fd_sc_hd__inv_1 | 1 | 0.0014
[cell families (layout without fill, tap and decap cells)]
logic type | count (synthesis) | in the layout | synth area share
flops | 110 | 110 | 0.999
buf+inv | 1 | 241 | 0.00136
[power breakdown]
group	total, mW	internal [mW]	switching (mW)
combinational	0.722	0.541	0.180
clock	2.22	0.897	1.32
sequential	4.71	4.66	0.0472
[cell type report]
type / instances / area [sq um]
clock buffers: 12 / 135
clock inverters: 3 / 22.5
inverters: 1 / 7.51
repair buffers: 225 / 1730
flip-flops and latches: 110 / 2750
fillers: 785 / 4020
well taps: 108 / 135
Power and IR drop assume default switching activity.
