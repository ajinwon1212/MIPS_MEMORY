<file path="./design.v">
module ADD (
	input [31:0] a, b,
	output [31:0] out
	);
	wire [30:0] cw;  
	full_adder_behavioral_module FA0(.a(a[0]), .b(b[0]), .cin(1'b0), .sum(out[0]), .cout(cw[0]));
	full_adder_behavioral_module FA1(.a(a[1]), .b(b[1]), .cin(cw[0]), .sum(out[1]), .cout(cw[1]));
	full_adder_behavioral_module FA2(.a(a[2]), .b(b[2]), .cin(cw[1]), .sum(out[2]), .cout(cw[2]));
	full_adder_behavioral_module FA3(.a(a[3]), .b(b[3]), .cin(cw[2]), .sum(out[3]), .cout(cw[3]));
	full_adder_behavioral_module FA4(.a(a[4]), .b(b[4]), .cin(cw[3]), .sum(out[4]), .cout(cw[4]));
	full_adder_behavioral_module FA5(.a(a[5]), .b(b[5]), .cin(cw[4]), .sum(out[5]), .cout(cw[5]));
	full_adder_behavioral_module FA6(.a(a[6]), .b(b[6]), .cin(cw[5]), .sum(out[6]), .cout(cw[6]));
	full_adder_behavioral_module FA7(.a(a[7]), .b(b[7]), .cin(cw[6]), .sum(out[7]), .cout(cw[7]));
	full_adder_behavioral_module FA8(.a(a[8]), .b(b[8]), .cin(cw[7]), .sum(out[8]), .cout(cw[8]));
	full_adder_behavioral_module FA9(.a(a[9]), .b(b[9]), .cin(cw[8]), .sum(out[9]), .cout(cw[9]));
	full_adder_behavioral_module FA10(.a(a[10]), .b(b[10]), .cin(cw[9]), .sum(out[10]), .cout(cw[10]));
	full_adder_behavioral_module FA11(.a(a[11]), .b(b[11]), .cin(cw[10]), .sum(out[11]), .cout(cw[11]));
	full_adder_behavioral_module FA12(.a(a[12]), .b(b[12]), .cin(cw[11]), .sum(out[12]), .cout(cw[12]));
	full_adder_behavioral_module FA13(.a(a[13]), .b(b[13]), .cin(cw[12]), .sum(out[13]), .cout(cw[13]));
	full_adder_behavioral_module FA14(.a(a[14]), .b(b[14]), .cin(cw[13]), .sum(out[14]), .cout(cw[14]));
	full_adder_behavioral_module FA15(.a(a[15]), .b(b[15]), .cin(cw[14]), .sum(out[15]), .cout(cw[15]));
	full_adder_behavioral_module FA16(.a(a[16]), .b(b[16]), .cin(cw[15]), .sum(out[16]), .cout(cw[16]));
	full_adder_behavioral_module FA17(.a(a[17]), .b(b[17]), .cin(cw[16]), .sum(out[17]), .cout(cw[17]));
	full_adder_behavioral_module FA18(.a(a[18]), .b(b[18]), .cin(cw[17]), .sum(out[18]), .cout(cw[18]));
	full_adder_behavioral_module FA19(.a(a[19]), .b(b[19]), .cin(cw[18]), .sum(out[19]), .cout(cw[19]));
	full_adder_behavioral_module FA20(.a(a[20]), .b(b[20]), .cin(cw[19]), .sum(out[20]), .cout(cw[20]));
	full_adder_behavioral_module FA21(.a(a[21]), .b(b[21]), .cin(cw[20]), .sum(out[21]), .cout(cw[21]));
	full_adder_behavioral_module FA22(.a(a[22]), .b(b[22]), .cin(cw[21]), .sum(out[22]), .cout(cw[22]));
	full_adder_behavioral_module FA23(.a(a[23]), .b(b[23]), .cin(cw[22]), .sum(out[23]), .cout(cw[23]));
	full_adder_behavioral_module FA24(.a(a[24]), .b(b[24]), .cin(cw[23]), .sum(out[24]), .cout(cw[24]));
	full_adder_behavioral_module FA25(.a(a[25]), .b(b[25]), .cin(cw[24]), .sum(out[25]), .cout(cw[25]));
	full_adder_behavioral_module FA26(.a(a[26]), .b(b[26]), .cin(cw[25]), .sum(out[26]), .cout(cw[26]));
	full_adder_behavioral_module FA27(.a(a[27]), .b(b[27]), .cin(cw[26]), .sum(out[27]), .cout(cw[27]));
	full_adder_behavioral_module FA28(.a(a[28]), .b(b[28]), .cin(cw[27]), .sum(out[28]), .cout(cw[28]));
	full_adder_behavioral_module FA29(.a(a[29]), .b(b[29]), .cin(cw[28]), .sum(out[29]), .cout(cw[29]));
	full_adder_behavioral_module FA30(.a(a[30]), .b(b[30]), .cin(cw[29]), .sum(out[30]), .cout(cw[30]));
	full_adder_behavioral_module FA31(.a(a[31]), .b(b[31]), .cin(cw[30]), .sum(out[31]), .cout(cout));
endmodule
module full_adder_behavioral_module (
	input a, b, cin,
	output reg sum, cout
	);
	always@(a or b or cin)
	begin
		{cout, sum} <= a + b + cin;
	end
endmodule
module Branch_Target_Buffer (
	input CLK, RESET,
	input [31:0] PC_4,
	input [31:0] IF_Instruction,	 
	output [31:0] Branch_Addr		 
	);
wire [31:0] imm_se;
wire [31:0] B_WO_PC;
wire [31:0] ADD_out;
wire not_out1, not_out2, not_out3, not_out5;
wire and_out1, and_out2, and_out3;
wire m_sig;
Sign_extend se(.Sign_extend_in(IF_Instruction[15:0]), .Sign_extend(imm_se));
Shift_left_2 sl(.Shift_left_2_IN(imm_se), .Shift_left_2_OUT(B_WO_PC));
ADD add(.a(PC_4), .b(B_WO_PC), .out(ADD_out));
not_gate n1(.a(IF_Instruction[31]), .out(not_out1));
not_gate n2(.a(IF_Instruction[30]), .out(not_out2));
not_gate n3(.a(IF_Instruction[29]), .out(not_out3));
not_gate n5(.a(IF_Instruction[27]), .out(not_out5));
and_gate a1(.a(not_out1), .b(not_out2), .out(and_out1));
and_gate a2(.a(not_out3), .b(not_out5), .out(and_out2));
and_gate a3(.a(and_out1), .b(and_out2), .out(and_out3));
and_gate a4(.a(and_out3), .b(IF_Instruction[28]), .out(m_sig));
MUX2to1 muxb(.a(PC_4), .b(ADD_out), .sig(m_sig), .out(Branch_Addr));	 
endmodule
module MUX2to1 (
	input [31:0] a, 
	input [31:0] b,
	input sig,	
	output [31:0] out
	);
	assign out = (sig == 1'b0) ? a : b;
endmodule
module MUX4to1 (
	input [31:0] a, 
	input [31:0] b,
	input [31:0] c,
	input [31:0] d,
	input [1:0] sig,	
	output [31:0] out
	);
	assign out = (sig[1] == 1'b0) ? ((sig[0] == 1'b0) ? a : b) : ((sig[0] == 1'b0) ? c : d);
endmodule
module Shift_left_2 (
	input [31:0] Shift_left_2_IN,
	output [31:0] Shift_left_2_OUT
	);
	assign Shift_left_2_OUT = Shift_left_2_IN << 2;
endmodule
module Sign_extend(Sign_extend_in, Sign_extend);
	input [15:0] Sign_extend_in;
	output [31:0] Sign_extend;
	assign Sign_extend = (Sign_extend_in[15]) ? {16'hffff, Sign_extend_in} : {16'h0000,Sign_extend_in} ;
endmodule
module and_gate (
	input a, b,
	output out
	);
	assign out = a & b;
endmodule
module or_gate (
	input a, b,
	output out
	);
	assign out = a || b;	
endmodule
module not_gate (
	input a,
	output out
	);
	assign out = !a;
endmodule
module AND (
	input AND_a, AND_b,
	output AND_out
	);
	assign AND_out = AND_a & AND_b;
endmodule
module xor_gate (a, b, out);
	input a, b;
	output out;
	assign out = ((!a) && b) || (a && (!b));
endmodule
</file>
<file path="./run.sh">
#!/bin/bash
# OpenROAD 26Q1-2900-gdf79404cd8, Yosys 0.63+post, stock flow scripts
make -C /OpenROAD-flow-scripts/flow DESIGN_CONFIG=/design/flow/config.mk WORK_HOME=/design/flow/orfs finish
</file>
<file path="./config.mk">
export PLATFORM = sky130hd
export DESIGN_NAME = Branch_Target_Buffer
export DESIGN_NICKNAME = Branch_Target_Buffer
export VERILOG_FILES = /design/flow/design.v
export SDC_FILE = /design/flow/constraint.sdc
export NUM_CORES = 4
export LEC_CHECK = 1
export CORE_AREA = 10 10 92 92
export DIE_AREA = 0 0 102 102
</file>
<file path="./constraint.sdc">
current_design Branch_Target_Buffer

set clk_period 27.2
set clk_io_pct 0.2

create_clock -name clk0 -period $clk_period

set non_clock_inputs [all_inputs -no_clocks]
set_input_delay [expr $clk_period * $clk_io_pct] -clock clk0 $non_clock_inputs
set_output_delay [expr $clk_period * $clk_io_pct] -clock clk0 [all_outputs]
</file>
==> impl_metrics.csv <==
group,metric,value,unit
final_timing,setup_slack,3610,ps
power_and_ir_drop,p_per_area,13.9,nW/um2
setup_path,worst_setup_path_end_kind,"output port",
hold_path,hp-class,"input port to output port",
die,fp-utilization,15.8,%
setup_path,path_max_fanout,2,
final_timing,rsz0062_at_grt,"no",
setup_path,cp_slowest_cell,"clkdlybuf4s50_1",
synth,synth_cell_types,15,
power_and_ir_drop,clockPowerShare,0,%
detailed_routing,avgRoutedWirePerCell,13.5,um
clock_tree,ctsResizeCount,0,
layout,clock_buffers,0,
final_timing,drv_slew,0,
final_timing,fin_tns_setup,0,ps
power_and_ir_drop,p_comb_share,100.0,%
setup_path,worstSetupPathType,"input port to output port",
setup_path,cpPeakStageDelay,500,ps
die,fp.dieH,102,um
detailed_routing,routed_via_density,3.75,
detailed_routing,ant_nets,0,
global_route,gr-total-overflow,0,
clock_tree,cts_setup_buffers,0,
setup_path,worst_ep_arrival_time,18150,ps
global_route,grt_pass1_wl,4940,um
placed_design,place_ws,3550,ps
synth,yosys.area.top_type,"fa_1",
synth,netlist.area_leader.share,55.0,%
final_timing,hold_viol_final,0,
die,design.core.area,6460,um2
detailed_routing,wirelength,3080,um
synth,ys_chip_area,1020,um2
setup_path,required,21760,ps
setup_path,crit_top_cell,"fa_1",
final_timing,post-route-period-util,86.7,%
layout,seqCellArea,0,um2
hold_path,min_to,"Branch_Addr[0]",
global_route,track_usage,5.89,%
power_and_ir_drop,switchingPower,0.00876,mW
setup_path,worst-path-buf-inv,4,
global_route,grt_start_max_net_pins,22,
hold_path,hold_depth,0,
detailed_routing,route.detailed.drc,0,
final_timing,fmax,0.0424,GHz
die,die-area,10400,um2
detailed_routing,first_pass_iters,2,
placed_design,gp_congestion,0.693,
job,warnings,45,
final_timing,relSlewSlack,57.2,%
layout,seq_cell_count,0,
synth,yosysMostFrequentCell,"fa_1",
hold_path,min_from,"PC_4[0]",
placed_design,io_buffers,81,
layout,syn2layout_area_growth,85.6,%
job,cap_violations,0,
die,io_pins,98,
die,rows,29,
clock_tree,hold_buffers,0,
synth,netlist_area,1020,um2
final_timing,period_minus_slack,23590,ps
power_and_ir_drop,p_sw_share,33.2,%
die,die_w,102,um
synth,yosys-top-cells-count,"28 x fa_1, 19 x mux2_2, 9 x mux2_1",
setup_path,cpLargestDelayFamily,"adder cells",
layout,drive_above_1_share,14.6,%
synth,synth.area.top_cells,"fa_1 55%, mux2_2 21%, mux2_1 9.9%",
final_timing,setup_viol,0,
synth,ys_seq_share,0,%
detailed_routing,n_antenna_cell,0,
synth,syn_inst,73,
power_and_ir_drop,p_leak,0.679,nW
synth,ys_cells,73,
detailed_routing,detail_route.iter0.violations,4,
synth,yosys_warnings,2,
power_and_ir_drop,internal_power,0.0176,mW
synth,syn_area_per_cell,14.0,um2
outcome,outcome,"finished clean",
global_route,antenna_found_initial,0,
power_and_ir_drop,peakVddDrop,0.00621,mV
power_and_ir_drop,power_frac_seq,0,%
global_route,grt_pass1_vias,926,
layout,fillers,685,
final_timing,tightest_slew,637,ps
detailed_routing,num_vias,855,
placed_design,dp_hpwl,2790,um
setup_path,cp-start-kind,"input port",
==> routing by layer <==
layer	wire length, um	global-route usage, %	part of all wire (%)
met4	0	0	0
met3	749	5.11	24
met5	0	0	0
met2	1080	7.51	35
met1	1250	7.84	41
==> through the flow <==
| step | utilization (%) | cells | hold WS [ps] | area [um2] | power, mW |
|---|---|---|---|---|---|
| after floorplan | - | 73 | 10910 | 1020 | 0.00932 |
| after global placement | 29.3 | 228 | 10880 | 1890 | 0.0268 |
| after detailed placement | 29.3 | 228 | 10880 | 1890 | 0.0271 |
| after CTS | 29.3 | 228 | 10880 | 1890 | 0.0272 |
| after global routing | 29.3 | 228 | 10880 | 1890 | 0.0304 |
| final | 29.3 | 228 | 10880 | 1890 | 0.0264 |
==> how the worst max path moves through the flow <==
stage / from / to / slack (ps) / cells after the start
finish: PC_4[2] / Branch_Addr[31] / 3610 / 36
global route: PC_4[2] / Branch_Addr[31] / 3070 / 36
CTS: PC_4[2] / Branch_Addr[31] / 3490 / 36
==> logic make-up (layout without fill, tap and decap cells) <==
group                      Yosys count  after routing  share of synthesized area (%)
xor gates and xnor gates             2              2                           1.72
muxes                               29             29                           31.9
adders and majority gates           29             29                           56.2
buffers and inverters                9             87                           6.26
and+or+nand+nor                      4              4                           3.93
==> final cells by class <==
| cell class | instances | area [um2] | area share, % |
|---|---|---|---|
| inverters | 4 | 15.0 | 0.793 |
| multi-input cells | 64 | 956 | 50.5 |
| well taps | 77 | 96.3 | 5.09 |
| repair buffers | 83 | 826 | 43.6 |
==> power by group through the flow <==
stage | Clock, mW | Combinational (mW) | Sequential, mW
CTS | 0 | 0.0272 | 0
global route | 0 | 0.0304 | 0
finish | 0 | 0.0264 | 0
==> cell usage in the layout, fill, tap and decap left out <==
cell,netlist,routed
inv_1,4,4
ha_1,1,1
clkdlybuf4s50_1,0,81
xnor2_1,1,1
nor2_1,1,1
nand2b_1,1,1
buf_4,3,2
mux2_1,9,9
xor2_1,1,1
fa_1,28,28
nor4b_1,1,1
mux2i_1,1,1
mux2_2,19,19
nor4_4,1,1
Power is estimated from default activity; no workload was simulated.
