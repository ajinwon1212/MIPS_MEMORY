**flow/design.v**
```verilog
module Cache_2way_Multiword(CLK, RESET, NOT_JUMPED, PC, set, block_offset, Access_MM, Data_MM, HitWrite, Data_Cache, CNT_HIT, CNT_MISS
,CONT, CCLK, recent1, recent2);
	input CLK;
	input RESET;
	input [31:0] PC;
	input NOT_JUMPED;
	input set;  
   	input block_offset;
	input Access_MM;  
   	input [63:0] Data_MM;  
	output reg HitWrite;  
   	output reg [31:0] Data_Cache;
   	output reg [19:0] CNT_HIT, CNT_MISS;  
   	output reg [1:0] CONT;
   	output reg CCLK;
   	output reg recent1, recent2;
   	reg [93:0] cache1 [1:0];  
   	reg [93:0] cache2 [1:0];  
	reg [31:0] PC_REG;
   	reg [31:0] Data_Cache_0,Data_Cache_1;
   	assign Data_Cache = (block_offset == 1'b0) ? Data_Cache_0 : Data_Cache_1;
   	always@(posedge CLK, posedge RESET)
   	begin
      		if (RESET) begin
         		cache1[0] <= 94'd0;
         		cache1[1] <= 94'd0;
        		cache2[0] <= 94'd0;
         		cache2[1] <= 94'd0;
         		CNT_HIT <= 20'd0;
         		CNT_MISS <= 20'd0;
         		HitWrite <= 1'b1; 
         		CCLK <= 1'b0;
			PC_REG <= 32'd0;
           	end
           	else begin
			PC_REG <= PC; 
         		if(NOT_JUMPED && Access_MM) begin
                                if(cache1[set][93] == 1'b0) begin  
                                        cache1[set][64] <= 1'b1;  
                                        cache1[set][63:0] <= Data_MM;
                                        cache1[set][93] <= 1'b1;  
                                        cache2[set][93] <= 1'b0;  
               				recent1 <= 1'b1;
               				recent2 <= 1'b0;
                                        cache1[set][92:65] <= PC[31:4];  
               				Data_Cache_0 <= Data_MM[63:32];
               				Data_Cache_1 <= Data_MM[31:0];
                                        HitWrite <= 1'b1;  
					if (PC != PC_REG) CNT_MISS <= CNT_MISS +1;                                                   
                                end
                                else if(cache2[set][93] == 1'b0) begin  
                                        cache2[set][64] <= 1'b1;  
                                        cache2[set][63:0] <= Data_MM;
                                        cache2[set][93] <= 1'b1;  
                                        cache1[set][93] <= 1'b0;  
               				recent1 <= 1'b0;
               				recent2 <= 1'b1;
                                        cache2[set][92:65] <= PC[31:4];  
               				Data_Cache_0 <= Data_MM[63:32];
               				Data_Cache_1 <= Data_MM[31:0];
                                        HitWrite <= 1'b1;     
					if (PC != PC_REG) CNT_MISS <= CNT_MISS +1;    
                                end
         		end
         		else begin
                                if(cache1[set][64] == 1'b1) begin
                                        if(PC[31:4] == cache1[set][92:65]) begin	
						HitWrite <= 1'b1;
                                                cache1[set][93] <= 1'b1;
                                                cache2[set][93] <= 1'b0;
                  				recent1 <= 1'b1;
                  				recent2 <= 1'b0;
						if (PC != PC_REG) CNT_HIT <= CNT_HIT +1;
                  				Data_Cache_0 <= cache1[set][63:32];
                  				Data_Cache_1 <= cache1[set][31:0];
                                        end
               				else if(cache2[set][64] == 1'b1) begin
                  				if(PC[31:4] == cache2[set][92:65]) begin
                  				HitWrite <= 1'b1;
                                                cache1[set][93] <= 1'b0;
                                                cache2[set][93] <= 1'b1;
                  				recent1 <= 1'b0;
                  				recent2 <= 1'b1;
						if (PC != PC_REG) CNT_HIT <= CNT_HIT +1;
                  				Data_Cache_0 <= cache2[set][63:32];
                  				Data_Cache_1 <= cache2[set][31:0];
                  				end
                                        	else begin
                                                	HitWrite <= 1'b0;
                                                	CNT_MISS <= CNT_MISS + 1;
                                                	Data_Cache <= 32'd0;
                                        	end  
					end
                                        else begin
                                                 HitWrite <= 1'b0;
                                                 CNT_MISS <= CNT_MISS + 1;
                                                 Data_Cache <= 32'd0;
                                        end
               			end
            			else if(cache2[set][64] == 1'b1) begin
                                	if(PC[31:4] == cache2[set][92:65]) begin
                  				HitWrite <= 1'b1;
                                        	cache1[set][93] <= 1'b0;
                                        	cache2[set][93] <= 1'b1;
                  				recent1 <= 1'b0;
                  				recent2 <= 1'b1;
						if (PC != PC_REG) CNT_HIT <= CNT_HIT +1;
                  				Data_Cache_0 <= cache2[set][63:32];
                  				Data_Cache_1 <= cache2[set][31:0];
               				end
                                	else begin
                                        	HitWrite <= 1'b0;
                                        	CNT_MISS <= CNT_MISS + 1;
                                        	Data_Cache <= 32'd0;
                                	end  
                        	end
                        	else begin
                                	HitWrite <= 1'b0;
                                	CNT_MISS <= CNT_MISS + 1;
                                	Data_Cache <= 32'd0;
                        	end   
         		end
		end
	end
  always@(CLK) begin CCLK <= (!CCLK); end
endmodule
```
**flow/run.sh**
```bash
#!/bin/bash
# OpenROAD 26Q1-2900-gdf79404cd8, Yosys 0.63+post, stock flow scripts
make -C /OpenROAD-flow-scripts/flow DESIGN_CONFIG=/design/flow/config.mk WORK_HOME=/design/flow/orfs finish
```
**flow/config.mk**
```make
export PLATFORM = sky130hd
export DESIGN_NAME = Cache_2way_Multiword
export DESIGN_NICKNAME = Cache_2way_Multiword
export VERILOG_FILES = /design/flow/design.v
export SDC_FILE = /design/flow/constraint.sdc
export NUM_CORES = 4
export LEC_CHECK = 1
export CORE_UTILIZATION = 40
```
**flow/constraint.sdc**
```tcl
current_design Cache_2way_Multiword

set clk_period 4.0
set clk_io_pct 0.2

create_clock -name clk0 -period $clk_period [get_ports {CLK}]

set non_clock_inputs [all_inputs -no_clocks]
set_input_delay [expr $clk_period * $clk_io_pct] -clock clk0 $non_clock_inputs
set_output_delay [expr $clk_period * $clk_io_pct] -clock clk0 [all_outputs]
```
==> flow_metrics.env <==
# flow metrics
export IMPL_status="completed"
export IMPL_ys_warn_count=70
export IMPL_ys_cells=769
export IMPL_yosysChipArea_mm2=0.009413
export IMPL_pre_cts_ws_ps=280.3
export IMPL_postSynthAreaPerCell_um2=12.24
export IMPL_crit_family="simple AND/OR/NAND/NOR gates"
export IMPL_reg2reg_depth=8
export IMPL_clkSinkCount=195
export IMPL_grt_overflow_total=0
export IMPL_syn_inst=769
export IMPL_cellPowerDensity_mw_per_mm2=524.5
export IMPL_post_cts_setup_buffer_count=0
export IMPL_cap_violations=0
export IMPL_ys_ff=195
export IMPL_viasPerCell=4.805
export IMPL_ys_types=48
export IMPL_comb_area_mm2=0.004105
export IMPL_cts_hold_fix_buffers=0
export IMPL_postLayoutSetupSlackWorst_ps=715.8
export IMPL_max_freq_ghz=0.3045
export IMPL_edf_count=2
export IMPL_tns_ps=0
export IMPL_n_fill_cell=2044
export IMPL_warnings=92
export IMPL_grt_max_degree=110
export IMPL_cellInternalPower_uw=4186
export IMPL_leakage_uw=0.004754
export IMPL_rsz0062_at_grt="no"
export IMPL_fin_crit_sh_pct=82.10
export IMPL_ys_flop_type="dfrtp_1"
export IMPL_cts_resized=0
export IMPL_finClkSkew_ps=14.61
export IMPL_p_clk_share_pct=27.9
export IMPL_path_buffers=1
export IMPL_cp_num_cells=9
export IMPL_topCellsByArea="dfrtp_1 (51%), mux2_2 (14%), xor2_1 (6.0%)"
export IMPL_grt_antenna_before_repair=0
export IMPL_rrSetupSlack_ps=1090
export IMPL_drtAntennaViolNets=0
export IMPL_numCtsBuffers=17
export IMPL_seq_area_mm2=0.004891
export IMPL_fp_dieH_um=155.4
export IMPL_slew_violations=0
export IMPL_via_count=5622
export IMPL_cts_buffer_depth=2
export IMPL_cp_endpoint="CNT_HIT[13]$_DFFE_PP0P_"
export IMPL_clk_pin_slew_ps=70
export IMPL_grtUsageTotal_pct=17.01
export IMPL_ir_drop_v=0.0002742
export IMPL_critical_path_class="in -> reg"
export IMPL_die_area_mm2=0.02415
export IMPL_fin_area_mm2=0.01109
export IMPL_hold_viol_final=0
export IMPL_dpl_cell_area_mm2=0.01053
export IMPL_switchingPower_uw=1630
export IMPL_diodes=0
export IMPL_h_tree_depth=4
export IMPL_grt_pass1_wl_um=31010
export IMPL_maxSlewHeadroom_pct=47.57
export IMPL_drtIter0Drc=281
export IMPL_io_pins=180
export IMPL_reg2reg_from="cache2[1][67]$_DFFE_PP0P_"
export IMPL_core_mm2=0.02285
export IMPL_grt_pass1_vias=5525
export IMPL_dp_hpwl_um=12520
export IMPL_fp_util_pct=41.20
export IMPL_port_buffers=79
export IMPL_power_total_uw=5816
export IMPL_crit_fanout=14
export IMPL_routed_wl_um=18470
export IMPL_syn2layout_area_growth_pct=17.79
export IMPL_tightest_slew_ps=780.5
export IMPL_critPathMaxStageDelay_ps=500
export IMPL_required_ps=4340
export IMPL_async_flop_share_pct=98.97
export IMPL_worstSetupStartpointType="primary input"
export IMPL_comb_power_share_pct=24.6
export IMPL_crit_chain="buf_4 -> mux2i_1 -> xor2_1 -> or4b_1 -> nor4_2 -> and2_1 -> o2111ai_2 -> nor2_1 -> xor2_1"
export IMPL_startpoint="set"
export IMPL_r2r_end="CNT_HIT[13]$_DFFE_PP0P_"
export IMPL_remaining_drc_errors=0
export IMPL_place_gp_congestion=0.8386
export IMPL_top_area_cell="dfrtp_1"
export IMPL_clk_latency_ps=420
export IMPL_slowest_stage="or4b_1"
export IMPL_ys_top_cells_by_count="dfrtp_1 (192), mux2_2 (113), xor2_1 (65)"
export IMPL_wl_per_cell_um=15.78
export IMPL_netlist_area_mm2=0.009413
export IMPL_hold_class="reg -> reg"
export IMPL_arrival_ps=3630
export IMPL_dr_pass1_iters=4
export IMPL_cpMostUsedCell="xor2_1"
export IMPL_end_kind="flop"
export IMPL_synth_top_cell_by_count="dfrtp_1"
export IMPL_clock_root_buffer="clkbuf_16"
export IMPL_top_area_share_pct=51.04
export IMPL_fin_crit_ps=3284
export IMPL_seq_power_share_pct=47.5
export IMPL_cts_tree="built"
export IMPL_swShare_pct=28.02
export IMPL_ys_seq_share_pct=51.96
export IMPL_row_count=55
export IMPL_die_w_um=155.4
export IMPL_drive_above_1_share_pct=22.52
export IMPL_setup_violations=0
flip-flops by register name (all words and copies together) (netlist names), named ones only:
signal    flops
cache1       58
cache2       58
PC_REG       32
CNT_HIT      20
CNT_MISS     20
HitWrite      1
recent1       1
recent2       1
worst min path at each step:
stage | cells after the start | startpoint | endpoint
after CTS | 2 | HitWrite$_DFFE_PP1N_ | HitWrite$_DFFE_PP1N_
after global routing | 1 | CNT_HIT[19]$_DFFE_PP0P_ | CNT_HIT[19]$_DFFE_PP0P_
final | 2 | HitWrite$_DFFE_PP1N_ | HitWrite$_DFFE_PP1N_
power groups by stage:
| stage | registers (µW) | logic, µW | clock network, µW |
|---|---|---|---|
| CTS | 2760 | 1450 | 1680 |
| global route | 2840 | 1590 | 1760 |
| finish | 2760 | 1430 | 1620 |
through the flow:
stage / util (%) / hold WS, ps / std cells
CTS: 48.53 / 466.2 / 1170
global placement: 46.08 / 454.9 / 1139
floorplan: - / 420.4 / 803
finish: 48.53 / 461.6 / 1170
global route: 48.53 / 475.6 / 1170
detailed placement: 46.08 / 455.7 / 1139
routing by layer:
layer | global-route usage, % | wire length, µm | vias up
li1 | - | - | 2725
met3 | 2.383 | 554 | 6
met4 | 1.587 | 155 | 0
met2 | 25.50 | 8466 | 104
met1 | 28.33 | 9290 | 2787
met5 | 0 | 0 | -
area by class of cell:
| class | count | area share (%) |
|---|---|---|
| timing repair buffer | 110 | 9.773 |
| multi-input combinational | 507 | 37.03 |
| sequential | 195 | 44.11 |
| clock inverter | 11 | 0.9254 |
| tap | 313 | 3.532 |
| inverter | 14 | 0.5078 |
| clock buffer | 20 | 4.119 |
cell families (layout without fill, tap and decap cells):
family | Yosys count | count (layout) | share of synthesized area, %
flops | 195 | 195 | 51.96
fa+ha+maj | 2 | 2 | 0.2658
buf+inv | 101 | 155 | 5.955
other cells | 1 | 35 | 0.03984
xor+xnor | 125 | 125 | 11.63
mux | 169 | 169 | 19.47
compound gates | 25 | 25 | 1.928
simple gates | 151 | 151 | 8.747
placed cells by master (no fill, tap or decap), types with 4 or more instances in the layout:
master and count:
conb_1 35, o21ai_0 8, clkdlybuf4s50_1 78, mux2_2 113, nor2_1 31, or2_2 4, and3_1 6, nor3_1 12
nor4_1 23, buf_12 5, nor3_2 4, clkinvlp_4 5, clkbuf_16 17, xnor2_1 60, or3_1 4, xor2_1 65
inv_1 13, nand4_1 7, a21oi_1 4, nand3_1 10, buf_4 27, dfrtp_1 192, nand2_1 28, mux2i_1 56
worst register-to-register path, stage by stage (launching register included):
cell and delay, ps:
dfrtp_1 370, mux2i_1 180, xor2_1 380, or4b_1 500
nor4_2 390, and2_1 270, o2111ai_2 350, nor2_1 230
xor2_1 160
Power and IR drop assume default switching activity.
