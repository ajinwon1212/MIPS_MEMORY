**/design/flow/run.sh**
```bash
#!/bin/bash
# OpenROAD 26Q1-2900-gdf79404cd8, Yosys 0.63+post, stock flow scripts
make -C /OpenROAD-flow-scripts/flow DESIGN_CONFIG=/design/flow/config.mk WORK_HOME=/design/flow/orfs finish
```
**/design/flow/config.mk**
```make
export PLATFORM = sky130hd
export DESIGN_NAME = Cache_Fully_Multiword
export DESIGN_NICKNAME = Cache_Fully_Multiword
export VERILOG_FILES = /design/flow/design.v
export SDC_FILE = /design/flow/constraint.sdc
export NUM_CORES = 4
export LEC_CHECK = 1
export CORE_UTILIZATION = 40
```
**/design/flow/constraint.sdc**
```tcl
current_design Cache_Fully_Multiword

set clk_period 4.1
set clk_io_pct 0.2

create_clock -name clk0 -period $clk_period [get_ports {CLK}]

set non_clock_inputs [all_inputs -no_clocks]
set_input_delay [expr $clk_period * $clk_io_pct] -clock clk0 $non_clock_inputs
set_output_delay [expr $clk_period * $clk_io_pct] -clock clk0 [all_outputs]
```
**/design/flow/design.v**
```verilog
module Cache_Fully_Multiword(CLK, RESET, NOT_JUMPED, PC, block_offset, Access_MM, Data_MM, HitWrite, Data_Cache, CNT_HIT, CNT_MISS, CCLK, rand_num);
    input CLK;
    input RESET;
    input [31:0] PC;
	input NOT_JUMPED;
   	input block_offset;
    input Access_MM;  
    input [63:0] Data_MM;  
    output reg HitWrite;  
    output reg [31:0] Data_Cache;
    output reg [19:0] CNT_HIT, CNT_MISS;  
	reg [93:0] cache [3:0];  
	output reg CCLK;
   	reg [31:0] Data_Cache_0,Data_Cache_1;
  	assign Data_Cache = (block_offset == 1'b0) ? Data_Cache_0 : Data_Cache_1;
	reg [31:0] PC_REG;
	output reg [1:0] rand_num;  
    	always@(posedge CLK or posedge RESET)
    	begin
        	if (RESET) begin
			cache[0] <= 94'd0;
			cache[1] <= 94'd0;
			cache[2] <= 94'd0;
			cache[3] <= 94'd0;
            		CNT_HIT <= 20'd0;
            		CNT_MISS <= 20'd0; 
            		HitWrite <= 1'd1;
			CCLK <= 1'b0; 
			PC_REG <= 32'd0;
        	end
        	else begin
			PC_REG <= PC;
            		if(NOT_JUMPED && Access_MM) begin
                		rand_num = $urandom % 4;
                		cache[rand_num][64] <= 1'b1;  
                		cache[rand_num][63:0] <= Data_MM;  
                		cache[rand_num][93:65] <= PC[31:3];  
               			Data_Cache_0 <= Data_MM[63:32];
               			Data_Cache_1 <= Data_MM[31:0];
                		HitWrite <= 1'b1;
				if (PC != PC_REG) CNT_MISS <= CNT_MISS +1;
            		end
            		else begin
                	if(cache[0][64] == 1'b1 && PC[31:3] == cache[0][93:65]) begin
                    		HitWrite <= 1'd1;
                  		Data_Cache_0 <= cache[0][63:32];
                  		Data_Cache_1 <= cache[0][31:0];
		    		if (PC != PC_REG) CNT_HIT <= CNT_HIT +1;
                	end
                	else if(cache[1][64] == 1'b1 && PC[31:3] == cache[1][93:65]) begin
                    		HitWrite <= 1'd1;
                  		Data_Cache_0 <= cache[1][63:32];
                  		Data_Cache_1 <= cache[1][31:0];
		    		if (PC != PC_REG) CNT_HIT <= CNT_HIT +1;
                	end
                	else if(cache[2][64] == 1'b1 && PC[31:3] == cache[2][93:65]) begin
                    		HitWrite <= 1'd1;
                  		Data_Cache_0 <= cache[2][63:32];
                  		Data_Cache_1 <= cache[2][31:0];
		    		if (PC != PC_REG) CNT_HIT <= CNT_HIT +1;
                	end
                	else if(cache[3][64] == 1'b1 && PC[31:3] == cache[3][93:65]) begin
                    		HitWrite <= 1'd1;
                  		Data_Cache_0 <= cache[3][63:32];
                  		Data_Cache_1 <= cache[3][31:0];
		    		if (PC != PC_REG) CNT_HIT <= CNT_HIT +1;
                	end
                	else begin 
                        		HitWrite <= 1'd0;
                        		CNT_MISS <= CNT_MISS +1;
                        		Data_Cache <= 32'd0;
                	end
            	end
        	end
    	end
always@(CLK) begin CCLK <= (!CCLK); end
endmodule
```
==> impl_metrics.env <==
# flow metrics
export IMPL_clkSlewWorstSetupHoldPaths_ns=0.10
export IMPL_drive_gt1_share_pct=7.26
export IMPL_gp_congestion=0.762
export IMPL_die_w_um=85.6
export IMPL_syn_area_per_cell_sq_um=11.0
export IMPL_hold_end="CNT_MISS[19]"
export IMPL_wl_met3_um=334
export IMPL_ys_seq_share_pct=47.5
export IMPL_ioPinCount=177
export IMPL_status="complete, no violations"
export IMPL_ys_cells=255
export IMPL_htree_levels=2
export IMPL_seq_area_sq_um=1330
export IMPL_crit_fanout=4
export IMPL_cap_violations=0
export IMPL_first_global_vias=1672
export IMPL_hold_ws_ns=0.467
export IMPL_lay_top_count="clkdlybuf4s50_1"
export IMPL_fp_coreArea_sq_um=6760
export IMPL_initial_core_util_pct=41.4
export IMPL_rsz0062_at_grt="false"
export IMPL_clockBufferDepth=2
export IMPL_logic_area_sq_um=1230
export IMPL_drt_iter0_markers=118
export IMPL_syn_instance_count=255
export IMPL_synthTopCellsByArea="dfrtp_1, buf_4, xnor2_1"
export IMPL_clkSinkCount=53
export IMPL_synth_flops=53
export IMPL_layout_setup_ws_ns=1.42
export IMPL_via_count=1867
export IMPL_hold_class="reg2reg"
export IMPL_cts_tree="built"
export IMPL_async_flop_share_pct=100
export IMPL_grt_ovfl_total=0
export IMPL_clk_latency_ns=0.31
export IMPL_warnings=90
export IMPL_synth_area_leader_cell="dfrtp_1"
export IMPL_io_buffers=56
export IMPL_fin_crit_ns=2.68
export IMPL_rows=30
export IMPL_place_hpwl_mm=3.86
export IMPL_regToRegEndpoint="CNT_MISS[1]"
export IMPL_slew_violations=0
export IMPL_ys_types=31
export IMPL_cts_repair_resized=0
export IMPL_worst_setup_path_end_kind="flop"
export IMPL_setup_tns_ns=0
export IMPL_area_growth_pct=19.9
export IMPL_post_place_cells=389
export IMPL_post_cts_buffers=0
export IMPL_die_h_um=85.6
export IMPL_worst_pin_slew_ns=0.653
export IMPL_max_vdd_ir_drop_mv=0.146
export IMPL_place_ws_ns=1.07
export IMPL_netlist_area_leader_share_pct=46.5
export IMPL_required_ns=4.29
export IMPL_finClkSkew_ns=0.00974
export IMPL_grt_use_total_pct=14.4
export IMPL_edf_count=0
export IMPL_setup_viol=0
export IMPL_wire_per_inst_um=12.3
export IMPL_worstHoldStart="CNT_MISS[19]"
export IMPL_antenna_diode_count=0
export IMPL_final_cell_mix="clkdlybuf4s50_1, conb_1, dfrtp_1"
export IMPL_die_area_sq_um=7330
export IMPL_min_path_cells=1
export IMPL_rr_worst_depth=5
export IMPL_r2r_start="PC_REG[0]"
export IMPL_hold_buffers=0
export IMPL_met1Wirelength_mm=2.44
export IMPL_drt_first_pass_iters=4
export IMPL_total_power_uw=957
export IMPL_grt_max_degree=33
export IMPL_yosys_stat_area_sq_um=2800
export IMPL_max_freq_mhz=373
export IMPL_rrSetupSlack_ns=1.99
export IMPL_wl_met2_mm=2.06
export IMPL_routed_wl_mm=4.89
export IMPL_fillers=636
export IMPL_vias_per_cell=4.70
export IMPL_grt_pass1_wl_mm=8.12
export IMPL_stdcell_count=397
export IMPL_hold_viol=0
export IMPL_slew_headroom_pct=56.1
export IMPL_yosys_warnings=69
export IMPL_antenna_found_initial=0
export IMPL_ff_type="dfrtp_1"
export IMPL_numCtsBuffers=5
export IMPL_worst_setup_path_type="in2reg"
export IMPL_cp_start_kind="input port"
export IMPL_syn_area_sq_um=2800
export IMPL_root_buffer="clkbuf_8"
export IMPL_cp_data_arrival_time_ns=2.87
export IMPL_powerDensity_nw_per_um2=285
export IMPL_top_layer="met4"
export IMPL_p_leak_nw=1.45
export IMPL_ant_nets=0
export IMPL_fin_crit_sh_pct=65.4
export IMPL_drc_errors=0
[cells by family (layout without fill, tap and decap cells)]
kind of cell               after synthesis  after routing  share of synthesized area (%)
AOI/OAI and AO/OA                       23             23                           5.68
xor gates and xnor gates                47             47                           15.8
adders and majority gates                1              1                          0.447
buffers and inverters                   63             71                           15.9
DFF                                     53             53                           47.5
muxes                                    1              1                          0.537
other                                    1             55                          0.134
and+or+nand+nor                         66             66                           14.1
[worst max path at each step]
stage / startpoint / endpoint / depth (start not counted)
4_1_cts: PC[0] / CNT_MISS[1] / 6
6_report: PC[0] / CNT_MISS[1] / 6
5_1_grt: PC[0] / CNT_MISS[1] / 6
[critical path: stages]
cell and delay (ns):
clkdlybuf4s50_1 0.44, xnor2_1 0.23, nand4_1 0.15, or4_4 0.58, nor3_4 0.33, mux2_4 0.33
[report_power, final]
part           switching, mW  internal (mW)
logic                 0.0481         0.0582
registers            0.00788          0.539
clock network          0.167          0.137
total                  0.223          0.734
[registers in the layout (all words and copies together) (netlist names)]
register,count
PC_REG,32
CNT_MISS,20
HitWrite,1
[layout make-up]
| type | count | area share [%] |
|---|---|---|
| flip-flops and latches | 53 | 39.6 |
| multi-input cells | 193 | 36.6 |
| repair buffers | 60 | 17.6 |
| well taps | 80 | 2.98 |
| clock buffers | 6 | 2.46 |
| clock inverters | 2 | 0.410 |
| inverters | 3 | 0.336 |
[through the flow]
stage	util, %	area (sq um)
after floorplan	-	3000
after global placement	48.2	3260
after detailed placement	48.2	3260
after CTS	49.6	3350
after global routing	49.6	3350
final	49.6	3350
[metal layers]
layer	track usage, %	vias to the layer above
met5	0	-
met4	1.52	0
met3	2.64	7
met2	20.7	82
met1	24.5	873
li1	-	905
[cell usage after synthesis, types with 2 or more instances]
master     n
o31ai_1    3
nand4_1   17
and4_1     2
o221ai_1   2
and3_1     3
buf_4     55
a31oi_1    8
or4_4      2
clkbuf_1   4
o21ai_0    5
nand2_1   13
a311oi_1   5
xnor2_2    4
or3_1      3
nor4_1     4
nand3_1   13
xnor2_1   28
xor2_1    15
inv_1      3
dfrtp_1   52
nor3_1     4
